==> run.sh <==
#!/bin/bash
# OpenROAD 26Q1-2900-gdf79404cd8, Yosys 0.63+post, stock flow scripts
make -C /OpenROAD-flow-scripts/flow DESIGN_CONFIG=/design/flow/config.mk WORK_HOME=/design/flow/orfs finish
==> config.mk <==
export PLATFORM = sky130hd
export DESIGN_NAME = clk_div
export DESIGN_NICKNAME = clk_div
export VERILOG_FILES = /design/flow/design.v
export SDC_FILE = /design/flow/constraint.sdc
export NUM_CORES = 4
export LEC_CHECK = 1
export CORE_AREA = 10 10 70 70
export DIE_AREA = 0 0 80 80
==> constraint.sdc <==
current_design clk_div

set clk_period 1.0
set clk_io_pct 0.2

create_clock -name clk0 -period $clk_period [get_ports {clk_in}]

set non_clock_inputs [all_inputs -no_clocks]
set_input_delay [expr $clk_period * $clk_io_pct] -clock clk0 $non_clock_inputs
set_output_delay [expr $clk_period * $clk_io_pct] -clock clk0 [all_outputs]
==> design.v <==
`timescale 1ns / 10ps
module clk_div(input  reset,
	       input  clk_in,
	       output reg clk_out);
	reg [2:0] count;
	always @(posedge clk_in) begin
		if (!reset) begin
			clk_out <= 1'b0;
			count <= 3'b111;
		end
		else if (count == 5) begin
			clk_out <= ~clk_out;
			count <= 0;
		end
		else begin
			count <= count + 1;
		end
	end
endmodule
==> changes_impl.md <==
### Implementation results

* Power Dens Cells at 1630 mW/mm2
* Flops after synth at 4
* Vertical die size at 80 um
* Slowest-stage cell, CP: dfxtp_2
* Die Wd at 80 um
* CP cell instances: clkdlybuf4s15_1
* Overflow left after global routing at 0
* CP bufs+invs at 1
* WL final at 331 um
* Pin count of the biggest net entering global routing at 6
* Syn Std Cell Area at 149 um2
* Leakage at 0.0977 nW
* N_diodes at 0
* Vias per cell at 1.88
* All-layer global routing usage at 0.994%
* Crit path depth at 1
* Ratio of cells with drive above 1 in the final layout at 27.3%
* Postcts setup bufs at 0
* Worst-path clk slew at 0.04 ns
* Combinational Power Share at 11.1%
* Part of the power in registers at 42.9%
* Worst Setup End Kind: output pin
* Ys cells at 15
* Initial antenna violation count at 0
* Cts hold-fix bufs at 0
* Area Growth Syn to Fin at 78.2%
* R2R depth at 2
* Internal at 341 uW
* Synth unique cells at 8
* Final ANT Viol Nets at 0
* CTS HTree Levels at 1
* CP Launch Type: flip-flop
* Fin Setup TNS at 0 ns
* Period minus WS final at 0.910 ns
* Hold_ws at 0.509 ns
* Worst slew margin at 87.0%
* Switching pwr at 91.4 uW
* Max_cap viols at 0
* Required @ worst endpoint at 0.80 ns
* Filler Cell Count at 416
* Gate Count Post-Synth at 15
* Dpl hpwl at 244 um
* CTS buffer count at 3
* Clock Tree Buf Depth at 2
* Synthesized area per cell at 9.93 um2
* Final Instance Count excl. Fillers at 68
* Yosys chip area at 149 um2
* Routed wire per std cell at 4.87 um
* Number of global-route vias before repair at 142
* Stage-log warning count at 25
* Worst Path Arrival at 0.71 ns
* Num ports at 3
* Sw Share at 21.1%
* Max VDD drop at 0.000279 V
* Placeable Area at 0.00342 mm2
* WS Path Type: reg2out
* Fp util at 4.36%
* Clk sinks at 4
* Ys Warns at 1
* Min-delay worst type: reg2reg
* Register share after synthesis at 53.8%
* Worst-Skew Late Latency at 0.23 ns
* Area of the multi-input gates at 68.8 um2
* Via count at 128
* Worst-path fanout max at 2
* CTS root buffer: clkbuf_4
* Drt drc at 0
* Endpoints failing hold at 0
* Clock power frac at 46.1%
* Final core utilization at 7.77%
* Initial DRC count at 3
* Worst Tran Pin Value at 0.194 ns
* Clock skew at 0.00461 ns
* Row cnt at 21
* Final Cycle Share at 91.0%
* I/O Buffers at 2
* Final Max Slew Viols at 0
* Hold depth at 2
* Placed insts at 65
* GP Congestion at 0.577
* Critical Path Max Stage Delay at 0.31 ns
* Setup violators final at 0
* FF+latch area at 81.3 um2
* First-pass GRT wire length at 496 um
* First-pass DRT Iterations at 2
* Crit path max-delay family: flip-flops
* Max frequency at 1100 MHz
* Die Size at 0.00640 mm2
* RSZ-0062 raised after global routing: false
* Status: completed
* TritonCTS clock tree: yes
[area by class of cell]
cell class | count | share of cell area [%]
Sequential cell | 4 | 30.7
Clock buffer | 3 | 8.49
Timing Repair Buffer | 4 | 13.2
Multi-Input combinational cell | 11 | 25.9
Tap cell | 46 | 21.7
[metal layers]
metal	track usage [%]	vias to the layer above	routed length, um
li1	-	65	-
met1	0.728	60	118
met2	1.61	3	181
met3	0.909	0	31
met4	0.704	0	0
met5	0	-	0
[power groups by stage]
stage                 Clock, mW  Sequential (mW)  Combinational, mW
after CTS                 0.214            0.185             0.0483
after global routing      0.226            0.187             0.0514
final                     0.199            0.185             0.0479
[stage by stage]
step	total power [mW]	setup WS, ns	instance area (um2)
finish	0.432	0.0900	265
global route	0.465	0.0526	265
CTS	0.447	0.0106	264
detailed placement	0.237	-0.0392	241
global placement	0.234	-0.00236	241
floorplan	0.208	0.175	149
[cell usage in the layout, fill, tap and decap left out]
cell type,instances
nand2b_1,3
nand2_1,3
clkbuf_4,3
dfxtp_1,3
buf_4,2
nand3b_1,1
mux2i_1,1
or3b_1,1
nand3_1,1
o211ai_1,1
dfxtp_2,1
clkdlybuf4s50_1,1
clkdlybuf4s15_1,1
[Yosys cell counts (all sizes together)]
cell    number  area (um2)
dfxtp        4        80.1
mux2i        1        10.0
nand2        3        11.3
nand2b       3        18.8
nand3        1        5.00
nand3b       1        7.51
o211ai       1        7.51
or3b         1        8.76
[registers in the layout (all words and copies together), names as in the netlist]
name	cells
clk_out	1
count	3
[kinds of logic after synthesis]
kind of cell	after synthesis	share of synthesized area [%]
compound gates	1	5.04
flops	4	53.8
mux	1	6.72
simple gates	9	34.5
[what timing repair did]
item,4_1_cts,5_1_grt
gates resized,2,1
pin swaps,0,0
endpoints found under the hold margin,0,0
setup endpoints to repair,1,1
[path summary, 6_finish.rpt]
path	from	endpoint	slack, ns
worst max-delay path	clk_out	clk_out	0.09
worst min register to register	count[1]	count[2]	0.51
worst min-delay path	count[1]	count[2]	0.51
worst max register to register	count[2]	count[1]	0.15
No activity file was given, so power comes from the tool's default toggle rates.
